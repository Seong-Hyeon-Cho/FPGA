==> flow/design.v <==
`timescale 1ns / 1ps
module sr04_controller (
    input         clk,
    input         rst,
    input         start,
    input         echo,
    output        trig,
    output [15:0]  dist,
    output        dist_done
);
wire o_tick;
distance U_distance(
    .clk(clk),
    .rst(rst),
    .echo(echo),
    .i_tick(o_tick),
    .dist(dist),
    .dist_done(dist_done)
);
tick_gen_1Mhz U_tick_gen(
    .clk(clk),
    .rst(rst),
    .o_tick_1mhz(o_tick)
);
start_trigger U_start(
    .clk(clk),
    .rst(rst),
    .i_tick(o_tick),
    .start_btn(start),
    .sr04_tigger(trig)
);
endmodule
module tick_gen_1Mhz (
    input  clk,
    input  rst,
    output o_tick_1mhz
);
    parameter F_COUNT = (100);   
    reg [$clog2(F_COUNT) -1 : 0] count_reg;
    reg tick_reg;
    assign o_tick_1mhz = tick_reg;
    always @(posedge clk, posedge rst) begin
        if (rst) begin
            count_reg <= 0;
            tick_reg  <= 0;
        end else begin
            if (count_reg == F_COUNT) begin
                count_reg <= 0;
                tick_reg  <= 1;
            end else begin
                count_reg <= count_reg + 1;
                tick_reg  <= 0;
            end
        end
    end
endmodule
module start_trigger (
    input  clk,
    input  rst,
    input  i_tick,
    input  start_btn,
    output sr04_tigger
);
    reg sr04_trigg_reg, sr04_trigg_next;
    reg [7:0] count_reg, count_next;
    reg start_reg, start_next;
    assign sr04_tigger = sr04_trigg_reg;
    always @(posedge clk, posedge rst) begin
        if (rst) begin
            start_reg      <= 0;
            sr04_trigg_reg <= 0;
            count_reg      <= 0;
            start_reg <=0;
        end else begin
            start_reg      <= start_next;
            sr04_trigg_reg <= sr04_trigg_next;
            count_reg      <= count_next;
        end
    end
    always @(*) begin
        start_next      = start_reg;
        sr04_trigg_next = sr04_trigg_reg;
        count_next      = count_reg;
        case (start_reg)
            0: begin
                count_next = 0;
                sr04_trigg_next = 0;
                if (start_btn) begin
                    start_next = 1;
                end
            end
            1: begin
                if (i_tick) begin
                    sr04_trigg_next = 1;
                    count_next = count_reg + 1;
                    if (count_reg == 10) begin   
                        start_next = 0;
                    end
                end
            end
        endcase
    end
endmodule
module distance (
    input clk,
    input rst,
    input echo,
    input i_tick,
    output [15:0] dist,
    output dist_done
);
    reg [15:0] count_reg;
    reg [15:0] dist_reg;
    reg dist_done_reg;
    reg echo_d1, echo_d2;
    always @(posedge clk or posedge rst) begin
        if (rst) begin
            echo_d1 <= 0;
            echo_d2 <= 0;
        end else begin
            echo_d1 <= echo;
            echo_d2 <= echo_d1;
        end
    end
    wire rising_edge  = (echo_d1 == 1) && (echo_d2 == 0);
    wire falling_edge = (echo_d1 == 0) && (echo_d2 == 1);
    always @(posedge clk or posedge rst) begin
        if (rst) begin
            count_reg <= 0;
            dist_reg <= 0;
            dist_done_reg <= 0;
        end else if (rising_edge) begin
            count_reg <= 0;  
        end else if (echo && i_tick) begin
            count_reg <= count_reg + 1;
            end else if (falling_edge) begin
                dist_reg <= count_reg;
                dist_done_reg <= 1;
                end else begin
                    dist_done_reg <= 0;
        end
    end
    assign dist = dist_reg / 58;  
    assign dist_done = dist_done_reg;
endmodule
module start_trigger_2 (
    input  clk,
    input  rst,
    input  i_tick,
    input  start_btn,
    input echo,
    output [9:0] dist,
    output dist_done,
    output sr04_tigger
);
    reg sr04_trigg_reg, sr04_trigg_next;
    reg [7:0] count_reg, count_next;
    reg [$clog2(400*58)-1:0] dist_count_reg,dist_count_next;
    reg dist_done_reg,dist_done_next;
    reg [1:0] start_reg, start_next;
    assign sr04_tigger = sr04_trigg_reg;
    always @(posedge clk, posedge rst) begin
        if (rst) begin
            start_reg      <= 0;
            sr04_trigg_reg <= 0;
            count_reg      <= 0;
            dist_count_reg <=0;
            dist_done_reg <=0;
        end else begin
            start_reg      <= start_next;
            sr04_trigg_reg <= sr04_trigg_next;
            count_reg      <= count_next;
            dist_count_reg <= dist_count_next;
            dist_done_reg  <= dist_done_next;
        end
    end
    always @(*) begin
        dist_count_next = dist_count_reg;
        dist_done_next = dist_done_reg;
        start_next      = start_reg;
        sr04_trigg_next = sr04_trigg_reg;
        count_next      = count_reg;
        case (start_reg)
            0: begin
                count_next = 0;
                sr04_trigg_next = 0;
                dist_done_next = 0;
                if (start_btn) begin
                    start_next = 1;
                end
            end
            1: begin
                if (i_tick) begin
                    sr04_trigg_next = 1;
                    count_next = count_reg + 1;
                    if (count_reg == 10) begin   
                        start_next = 2;
                        dist_count_next =0;
                    end
                end
            end
            2:begin  
                if(echo&i_tick)begin
                    dist_count_next = dist_count_reg +1;
                end else if(~echo) begin
                    start_next = 3;
                end else begin
                    dist_count_next = dist_count_reg;
                end
            end
            3: begin  
                dist_count_next = dist_count_reg /58;
                dist_done_next = 1;
                start_next = 0;
            end
        endcase
    end
    assign dist = dist_count_reg;
    assign dist_done = dist_done_reg;
endmodule
==> flow/run.sh <==
#!/bin/bash
# OpenROAD 26Q1-2900-gdf79404cd8, Yosys 0.63+post, stock flow scripts
make -C /OpenROAD-flow-scripts/flow DESIGN_CONFIG=/design/flow/config.mk WORK_HOME=/design/flow/orfs finish
==> flow/config.mk <==
export PLATFORM = sky130hd
export DESIGN_NAME = start_trigger_2
export DESIGN_NICKNAME = start_trigger_2
export VERILOG_FILES = /design/flow/design.v
export SDC_FILE = /design/flow/constraint.sdc
export NUM_CORES = 4
export LEC_CHECK = 1
export CORE_UTILIZATION = 50
==> flow/constraint.sdc <==
current_design start_trigger_2

set clk_period 11.0
set clk_io_pct 0.2

create_clock -name clk0 -period $clk_period [get_ports {clk}]

set non_clock_inputs [all_inputs -no_clocks]
set_input_delay [expr $clk_period * $clk_io_pct] -clock clk0 $non_clock_inputs
set_output_delay [expr $clk_period * $clk_io_pct] -clock clk0 [all_outputs]
==> out/results.ini <==
[floorplan]
fp_util_pct = 52.4
core_region_area_um2 = 7330
die_w_um = 89.6
chip_area_um2 = 8030
io_pins = 17
fp-row-count = 31
fp.dieH_um = 89.6

[sta]
fin_crit_ps = 6990
drv_slew = 0
finalSetupViolations = 0
fin_skew_ps = 11.4
finalClockPeriodUsage_pct = 63.5
hold_viol = 0
fmax_mhz = 143
setup_tns_ps = 0
rsz0062_at_grt = no
hold_slack_ps = 507
fin_ws_ps = 4010
timing.slew.headroom_pct = 38.9
worst_pin_slew_ps = 917

[synth]
ys_warn_count = 1
edf_count = 0
yosys_area_um2 = 3840
ys_async_sr_fraction_pct = 100
syn_area_um2 = 3840
synth_cells = 492
top_area_share_pct = 18.2
ys_cells = 492
synth.distinct_cells = 99
ys_seq_share_pct = 18.9
ys_seq_elements = 29
syn-mean-instance-area_um2 = 7.80
area_leaders = dfrtp_1 (18%), o21ai_0 (5.2%), nand2_1 (4.4%)
top_area_cell = dfrtp_1
ys.flop_type = dfrtp_1

[route]
ant_nets = 0
drt_wl_total_um = 9430
diodes = 0
vias = 3659
wl_per_cell_um = 16.2
drt_iter0_drc = 206
drc = 0
viasPerCell = 6.30
firstDrtPassIters = 4

[cts]
postCtsHoldBufs = 0
cts.sinks = 29
cts_made_buffers = 5
htree_levels = 2
post_cts_resized = 0
cts_tree = built
max-clock-path-buffers = 2
clkLatencyLatePin_ps = 280
clkTransAtPathRegs_ps = 60
root_buffer = clkbuf_8
cts_setup_buffers = 0

[setup_path]
crit_buf_inv = 1
required_ps = 11150
critPathMaxFanout = 19
end_kind = register
startpoint_type = register
crit_path_max_incr_delay_ps = 710
crit_type = reg -> reg
cp_cell_sequence = o211ai_2, inv_1, ha_1, nand2b_1, o211a_1, nor4_2, o211ai_2, a2111o_1, a21o_1, a22oi_1, o21ai_2, a2bb2oi_2, nand2b_2, nand2b_2, a31oi_2, a21oi_2, or3_4, a31oi_4, a21oi_2, o21a_1, nor3_1, mux2i_1, a31oi_1
cp.arrival_ps = 7130
cp_top_family = AND-OR/OR-AND gates
critPathSlowestCell = a22oi_1

[grt]
grt_pass1_vias = 3179
antenna_found_initial = 0
grt_overflow = 0
grt_usage_pct = 25.2
grt_pass1_wl_um = 15500
grt_max_degree = 30

[power]
p_leak_uw = 0.00145
ir_worst_vdd_v = 0.0000942
p_per_area_nw_per_um2 = 53.8

[layout]
largest_register_ffs = 15
drive_gt1_share_pct = 13.5
final.fill_count = 668
area.growth.synth_to_final_pct = 4.99
regArea_um2 = 727
multiInputGateArea_um2 = 2840

[placed_design]
routabilityCongestion = 0.870
dp_worst_setup_slack_ps = 4150
dp_hpwl_um = 6830
io_buffers = 16

[job]
warnings = 29
max-cap-violations = 0

[hold_path]
hp-class = reg -> reg

[run_status]
status = finished, final reports clean

==> through the flow <==
stage | instance area, µm² | util, % | cells | total power, µW
final | 4030 | 55.0 | 581 | 217
after global routing | 4030 | 55.0 | 581 | 227
after CTS | 4030 | 55.0 | 581 | 220
after detailed placement | 3950 | 53.9 | 573 | 134
after global placement | 3950 | 53.9 | 573 | 134
after floorplan | 3840 | - | 492 | 127
==> synthesized netlist by cell type (6+ instances only) <==
library cell and n:
buf_4 12, xnor2_1 8, nor2b_1 11, mux2i_1 6, o21ai_0 40, a21o_1 8, a21oi_1 23, o21a_1 13
nand3_1 19, nor2_1 32, ha_1 6, a22oi_1 6, and2_1 7, o211ai_1 6, and3_1 6, dfrtp_1 28
a211oi_1 6, nand2_1 45, inv_1 19, nor3_1 22, clkbuf_1 19
==> layout make-up <==
type,instances,area share [%]
sequential,29,18.0
timing repair buffer,19,4.53
inverter,19,1.77
clock buffer,6,1.80
tap,99,3.07
clock inverter,2,0.248
multi-input combinational,407,70.5
==> cell usage in the layout, fill, tap and decap left out, types with 4 or more instances in the layout <==
cell	n
nand3_1	19
o21ai_1	4
o31ai_1	5
clkdlybuf4s50_1	16
and2_1	7
o211a_1	5
nor4_1	4
inv_1	19
nor3b_1	4
mux2i_1	6
o21a_1	13
a211oi_1	6
clkbuf_8	5
o211ai_2	4
a21o_1	8
nand2_1	45
dfrtp_1	28
a22oi_1	6
ha_1	6
and3_1	6
nand4_1	4
a21oi_2	5
o22ai_1	4
a21oi_1	23
nor2b_1	11
nor2_1	32
xnor2_1	8
o21ai_0	40
o211ai_1	6
nor3_1	22
or3_1	4
==> routing by layer <==
metal	vias up	global-route usage [%]	part of all wire [%]
li1	1851	-	-
met2	70	40.4	46
met3	9	2.22	3.0
met1	1729	39.4	50
met5	-	0	0
met4	0	2.89	1.0
==> logic make-up (layout without fill, tap and decap cells) <==
family / count (synthesis) / count (layout) / share of synthesized area, %
AND/OR/NAND/NOR: 187 / 187 / 26.6
multiplexers: 10 / 10 / 3.10
flip-flops: 29 / 29 / 18.9
adder cells (fa/ha/maj): 9 / 9 / 2.77
AND-OR/OR-AND: 190 / 190 / 38.9
XOR/XNOR: 11 / 11 / 2.70
buffers and inverters: 56 / 46 / 7.01
==> worst reg2reg max path, delay by kind of cell, from the launching register on <==
family                     cells  cell delay (ps)
AOI/OAI and AO/OA             14             4000
and+or+nand+nor                6             1710
DFF                            1              580
adders and majority gates      1              270
muxes                          1              220
buffers and inverters          1               90
==> path summary, 6_finish.rpt <==
path                                                     start                              to  slack, ps  cells after the start
worst max-delay path            dist_count_reg[10]$_DFFE_PP0P_   dist_count_reg[0]$_DFFE_PP0P_       4010                     23
worst min-delay path                    start_reg[0]$_DFF_PP1_          start_reg[0]$_DFF_PP1_        510                      2
worst max register to register  dist_count_reg[10]$_DFFE_PP0P_   dist_count_reg[0]$_DFFE_PP0P_       4010                     23
worst min register to register          start_reg[0]$_DFF_PP1_          start_reg[0]$_DFF_PP1_        510                      2
max in group asynchronous                                  rst          start_reg[0]$_DFF_PP1_       8390                      3
min in group asynchronous                                  rst  dist_count_reg[13]$_DFFE_PP0P_       2280                      3
==> where the power goes <==
part | internal, µW | switching, µW
logic | 7.23 | 10.5
registers | 110 | 4.17
clock network | 43.7 | 41.2
Power is estimated from default activity; no workload was simulated.
