$ cat flow/run.sh
#!/bin/bash
# OpenROAD 26Q1-2900-gdf79404cd8, Yosys 0.63+post, stock flow scripts
make -C /OpenROAD-flow-scripts/flow DESIGN_CONFIG=/design/flow/config.mk WORK_HOME=/design/flow/orfs finish
$ cat flow/constraint.sdc
current_design dht11_controller

set clk_period 6.6
set clk_io_pct 0.2

create_clock -name clk0 -period $clk_period [get_ports {clk}]

set non_clock_inputs [all_inputs -no_clocks]
set_input_delay [expr $clk_period * $clk_io_pct] -clock clk0 $non_clock_inputs
set_output_delay [expr $clk_period * $clk_io_pct] -clock clk0 [all_outputs]
$ cat flow/design.v
`timescale 1ns / 1ps
module dht11_controller (
    input        clk,
    input        rst,
    input        start,
    output       dht11_done,
    output       dht11_valid,   
    output [7:0] rhdata,        
    output [7:0] t_data,        
    output [3:0] led,
    inout        dht11_io
);
    wire w_tick;
    tick_gen_10us U_Tick (
        .clk(clk),
        .rst(rst),
        .o_tick(w_tick)
    );
    parameter IDLE = 0, START = 1, WAIT = 2, SYNC_DOWN = 3, SYNC_UP = 4, DATA_SYNC = 5, DATA_DETECT = 6, DATA_DECISION =7 ,STOP = 8,ERROR = 9;
    reg [3:0] c_state, n_state;
    reg [$clog2(1900)-1:0] t_count_reg, t_count_next;
    reg [$clog2(40)-1:0] data_count, data_count_next;
    reg dht11_reg, dht11_next;
    reg io_en_reg, io_en_next;
    reg [39:0] data_reg, data_next;
    reg [7:0] valid_reg, valid_next;
    reg checksum_reg, checksum_next;
    reg done_reg, done_next;
    assign led = c_state;
    assign dht11_io = (io_en_reg) ? dht11_reg : 1'bz;
    assign rhdata = data_reg[39:32];
    assign t_data = data_reg[23:16];
    assign dht11_valid = checksum_reg;
    assign dht11_done = done_reg;
    always @(posedge clk, posedge rst) begin
        if (rst) begin
            c_state      <= 0;
            t_count_reg  <= 0;
            dht11_reg    <= 1;
            io_en_reg    <= 1;
            valid_reg    <= 0;
            data_reg     <= 0;
            data_count   <= 0;
            done_reg     <= 0;
            checksum_reg <= 0;
        end else begin
            c_state      <= n_state;
            t_count_reg  <= t_count_next;
            dht11_reg    <= dht11_next;
            io_en_reg    <= io_en_next;
            valid_reg    <= valid_next;
            data_reg     <= data_next;
            data_count   <= data_count_next;
            done_reg     <= done_next;
            checksum_reg <= checksum_next;
        end
    end
    always @(*) begin
        n_state         = c_state;
        t_count_next    = t_count_reg;
        dht11_next      = dht11_reg;
        io_en_next      = io_en_reg;
        valid_next      = valid_reg;
        data_next       = data_reg;
        data_count_next = data_count;
        done_next       = done_reg;
        checksum_next   = checksum_reg;
        case (c_state)
            IDLE: begin
                dht11_next = 1;
                io_en_next = 1'b1;
                data_count_next = 0;
                if (start) begin
                    n_state = START;
                end
            end
            START: begin
                if (w_tick) begin
                    checksum_next = 0;
                    valid_next = 0;
                    done_next = 0;
                    dht11_next = 0;
                    if (t_count_reg == 1900 - 1) begin
                        n_state = WAIT;
                        t_count_next = 0;
                    end else begin
                        t_count_next = t_count_reg + 1;
                    end
                end
            end
            WAIT: begin
                dht11_next = 1;
                if (w_tick) begin
                    if (t_count_reg == 2) begin
                        n_state = SYNC_DOWN;
                        t_count_next = 0;
                        io_en_next = 0;
                    end else begin
                        t_count_next = t_count_reg + 1;
                    end
                end
            end
            SYNC_DOWN: begin   
                if (w_tick) begin
                    if (t_count_reg > 3) begin
                        if (dht11_io) begin
                            n_state = SYNC_UP;
                        end else t_count_next = t_count_reg + 1;
                    end else if (dht11_io) begin
                        n_state = ERROR;
                    end else t_count_next = t_count_reg + 1;
                end
            end
            SYNC_UP: begin
                t_count_next = 0;
                if (w_tick) begin
                    if (!dht11_io) begin
                        n_state = DATA_SYNC;
                    end
                end
            end
            DATA_SYNC: begin
                if (data_count != 40) begin
                    if (w_tick) begin
                        if (dht11_io) begin
                            n_state = DATA_DETECT;
                        end
                    end
                end else n_state = STOP;
            end
            DATA_DETECT: begin
                if (w_tick) begin
                    if (dht11_io) begin
                        t_count_next = t_count_reg + 1;
                    end else n_state = DATA_DECISION;
                end
            end
            DATA_DECISION: begin
                if (t_count_reg < 5) begin
                    data_next[39-data_count] = 0;
                    data_count_next = data_count + 1;
                    t_count_next = 0;
                    n_state = DATA_SYNC;
                end else begin
                    data_next[39-data_count] = 1;
                    data_count_next = data_count + 1;
                    t_count_next = 0;
                    n_state = DATA_SYNC;
                end
            end
            STOP: begin
                valid_next = data_reg[39:32] + data_reg[31:24] + data_reg[23:16] + data_reg[15:8];
                done_next = 1;
                checksum_next = (valid_next == data_reg[7:0]);
                if (w_tick) begin
                    if (t_count_reg == 5 - 1) begin
                        n_state = IDLE;
                    end else t_count_next = t_count_reg + 1;
                end
            end
            ERROR: begin
                if (w_tick) n_state = IDLE;
            end
        endcase
    end
endmodule
module tick_gen_10us (
    input  clk,
    input  rst,
    output o_tick
);
    parameter F_CNT = 1000;
    reg [$clog2(F_CNT) -1 : 0] count_reg;
    reg tick_reg;
    assign o_tick = tick_reg;
    always @(posedge clk or posedge rst) begin
        if (rst) begin
            count_reg <= 0;
            tick_reg  <= 0;
        end else begin
            if (count_reg == F_CNT - 1) begin
                count_reg <= 0;
                tick_reg  <= 1;
            end else begin
                count_reg <= count_reg + 1;
                tick_reg  <= 0;
            end
        end
    end
endmodule
$ cat flow/config.mk
export PLATFORM = sky130hd
export DESIGN_NAME = dht11_controller
export DESIGN_NICKNAME = dht11_controller
export VERILOG_FILES = /design/flow/design.v
export SDC_FILE = /design/flow/constraint.sdc
export NUM_CORES = 4
export LEC_CHECK = 1
export CORE_UTILIZATION = 40
==> changes_impl.md <==
### Physical design

- Result of the run: aborted with a tool error
- Failed at: clock tree synthesis
- Tool error message: [error] [KeplerFormal.cpp:679] Workflow failed: Iso has multiple drivers: .dht11_io0, dht11_io$_DFFE_PP1P_.Q0
- Number of clock buffers inserted by TritonCTS: 9
- # placed instances: 699
- I/O Pins: 26
- Most common cell in the netlist: dfrtp_1
- Cells after Synth: 533
- Flip-flop cell with the highest count after synthesis: dfrtp_1
- Clk sinks: 75
- Fp_density: 41.3%
- Average cell area after synthesis: 9.86 µm²
- Number of standard-cell rows in the floorplan: 41
- Library cells used by synthesis: 68
- Largest cells by area: dfrtp_1, mux2_2, ha_1
- Yosys warnings: 3
- Minimum setup slack after placement: 2.51 ns
- Buffer type at the clock tree root: clkbuf_16
- Number of setup buffers added after CTS: 0
- Seq/Total Area, Yosys: 35.7%
- Yosys stat chip area: 0.00526 mm²
- Post-CTS Hold Fix Bufs: 0
- Dominant cell type by area after synthesis: dfrtp_1
- Area of the mapped netlist: 0.00526 mm²
- Die width: 117 µm
- Bufs on Longest Clock Path: 2
- IO Port Bufs: 24
- Post-synthesis register bit count: 75
- Die Ht: 117 µm
- Routability Congestion: 0.879
- Dominant cell area share: 35.2%
- Post-synth ARST share: 100%
- Number of enable flip-flop cells: 0
- CTS H-Tree Depth: 3
- Cell count listed in synth_stat.txt: 533
- Top cells by count, synth: dfrtp_1, nor2_1, nand2_1, mux2_2, ha_1
- Detailed Place HPWL: 7890 µm
- Cts repair resizes: 0
## per-stage QoR
step	instance area (µm²)	hold slack, ns
floorplan	5260	0.433
global placement	5550	0.443
detailed placement	5550	0.450
## cell families after synthesis
family | count (synthesis) | synth area share [%]
multiplexers | 43 | 9.16
buffers and inverters | 54 | 5.28
flip-flops | 75 | 35.7
adder cells (fa/ha/maj) | 39 | 11.3
AND-OR/OR-AND | 83 | 10.9
AND/OR/NAND/NOR | 205 | 21.7
XOR/XNOR | 34 | 5.95
